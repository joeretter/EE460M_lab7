**design/flow/config.mk**
```make
export PLATFORM = sky130hd
export DESIGN_NAME = determine_output_based_on_switch_input
export DESIGN_NICKNAME = determine_output_based_on_switch_input
export VERILOG_FILES = /design/flow/design.v
export SDC_FILE = /design/flow/constraint.sdc
export NUM_CORES = 4
export LEC_CHECK = 1
export CORE_AREA = 10 10 87 87
export DIE_AREA = 0 0 97 97
export SYNTH_HDL_FRONTEND = slang
```
**design/flow/constraint.sdc**
```tcl
current_design determine_output_based_on_switch_input

set clk_period 7.2
set clk_io_pct 0.2

create_clock -name clk0 -period $clk_period [get_ports {sys_clk}]

set non_clock_inputs [all_inputs -no_clocks]
set_input_delay [expr $clk_period * $clk_io_pct] -clock clk0 $non_clock_inputs
set_output_delay [expr $clk_period * $clk_io_pct] -clock clk0 [all_outputs]
```
**design/flow/design.v**
```verilog
module determine_output_based_on_switch_input(sys_clk, sw2, sw1, sw0, btnl, btnr, reg_2, reg_3, bcd3, bcd2, bcd1, bcd0);
input sys_clk, sw2, sw1, sw0, btnl, btnr;
input [31:0] reg_2, reg_3;
output [4:0] bcd3, bcd2, bcd1, bcd0;
reg [15:0] reg_bits_to_display;
wire [4:0] switches;
wire btnl_debounced, btnr_debounced;
debounce btnl_debouncer(sys_clk, btnl, btnl_debounced);
debounce btnr_debouncer(sys_clk, btnr, btnr_debounced);
convert_16bits_to_4hex converter(reg_bits_to_display, bcd3, bcd2, bcd1, bcd0);
assign switches = {sw2, sw1, sw0, btnl_debounced, btnr_debounced};
always @(*)
begin
	case(switches)
		5'b00000 : reg_bits_to_display = reg_2[15:0];
		5'b00001 : reg_bits_to_display = reg_2[31:16];
		5'b00010 : reg_bits_to_display = reg_3[15:0];
		5'b00011 : reg_bits_to_display = reg_3[31:16];
		5'b00100 : reg_bits_to_display = reg_2[15:0];
		5'b00101 : reg_bits_to_display = reg_2[31:16];
		5'b01000 : reg_bits_to_display = reg_2[15:0];
		5'b01001 : reg_bits_to_display = reg_2[31:16];
		5'b01100 : reg_bits_to_display = reg_2[15:0];
		5'b01101 : reg_bits_to_display = reg_2[31:16];
		5'b10000 : reg_bits_to_display = reg_2[15:0];
		5'b10001 : reg_bits_to_display = reg_2[31:16];
		5'b10100 : reg_bits_to_display = reg_2[15:0];
		5'b10101 : reg_bits_to_display = reg_2[31:16];
		5'b11000 : reg_bits_to_display = reg_2[15:0];
		5'b11001 : reg_bits_to_display = reg_2[31:16];
		default : reg_bits_to_display = reg_2[15:0];  
	endcase
end
endmodule
module convert_16bits_to_4hex(binary_in, bcd3, bcd2, bcd1, bcd0);
input [15:0] binary_in;
output [4:0] bcd3, bcd2, bcd1, bcd0;
assign bcd0 = {1'b0, binary_in[3:0]};
assign bcd1 = {1'b0, binary_in[7:4]};
assign bcd2 = {1'b0, binary_in[11:8]};
assign bcd3 = {1'b0, binary_in[15:12]};
endmodule
module AND(a, b, out);
input a, b;
output out;
assign out = a & b;
endmodule
module DFF(clk, d, q, q_bar);
input clk, d;
output q, q_bar;
reg q, q_bar;
always @(posedge clk)
begin
  q <= d;
  q_bar <= ~d;
end
endmodule
module debounce(clk, D, SYNCPRESS);
input clk, D;
output SYNCPRESS;
DFF flop1(clk, D, flop1_Q, unused1);
DFF flop2(clk, flop1_Q, SYNCPRESS, unused2);
endmodule
```
**design/flow/run.sh**
```bash
#!/bin/bash
# OpenROAD 26Q1-2900-gdf79404cd8, Yosys 0.63+post, stock flow scripts
make -C /OpenROAD-flow-scripts/flow DESIGN_CONFIG=/design/flow/config.mk WORK_HOME=/design/flow/orfs finish
```
==> impl_metrics.py <==
# Physical implementation metrics
metrics = {
    "timing": {
        "fin_ws_ns": 1.465,
        "skew_ns": 0.004209,
        "max_freq_ghz": 0.1744,
        "rsz0062_at_grt": "no",
        "slew_headroom": 0.3941,
        "hold_viol_final": 0,
        "period_needed_ns": 5.735,
        "worstMarginPinSlew_ns": 0.9051,
        "setup-tns-final_ns": 0,
        "setup_violations": 0,
        "slew_viol_final": 0,
        "fin_crit_sh": 0.7965,
        "whs_ns": 0.3140,
    },
    "worst_setup_path": {
        "reg2reg_depth": 0,
        "worstReg2RegEnd": "btnr_debouncer.flop2.q$_DFF_P_",
        "critPathMaxFanout": 19,
        "startpoint_type": "primary input",
        "reg2reg_from": "btnr_debouncer.flop1.q$_DFF_P_",
        "crit_chain": "clkdlybuf4s50_1 > nor4b_4 > a211o_2 > o22a_1 > clkdlybuf4s50_1",
        "crit_buf_inv": 2,
        "slowest_delay_ns": 0.96,
        "crit_required_ns": 5.76,
        "crit_path_frequent_cell": "clkdlybuf4s50_1",
        "crit_family": "buffers and inverters",
        "critPathArrivalTime_ns": 4.29,
        "slowest_stage": "nor4b_4",
        "r2r_slack_ns": 6.82,
        "critical_path_class": "primary input to output port",
        "worst_setup_path_end_kind": "output port",
    },
    "die": {
        "core_area_um2": 5642,
        "die-area_um2": 9409,
        "die_h_um": 97,
        "fp_util": 0.1710,
        "rows": 27,
        "die_w_um": 97,
        "io-pin-count": 90,
    },
    "routing": {
        "firstDrtPassIters": 4,
        "antenna_cells": 0,
        "wl_per_cell_um": 15.79,
        "ant_nets": 0,
        "wl_um": 4264,
        "viasPerCell": 4.419,
        "drc": 0,
        "via_count": 1193,
        "drt_iter0_markers": 66,
    },
    "power": {
        "p_leak_uw": 0.0007120,
        "p_per_area_nw_per_um2": 91.89,
        "vdd_drop_max_mv": 0.1540,
    },
    "worst_hold_path": {
        "hold_end": "btnr_debouncer.flop2.q$_DFF_P_",
        "min_from": "btnr_debouncer.flop1.q$_DFF_P_",
        "holdPathStages": 0,
        "hold_path.class": "flip-flop to flip-flop",
    },
    "placed_design": {
        "io_buffers": 85,
        "dpl_worst_slack_ns": 1.456,
        "dp_hpwl_um": 3423,
        "gp_congestion": 0.7457,
    },
    "cts": {
        "post_cts_buffers": 0,
        "clkTransAtPathRegs_ns": 0.03,
        "cts_root_buf": "clkbuf_8",
        "clk-insertion-delay-late_ns": 0.21,
        "clk_path_buf_depth": 2,
        "postCtsResizedCells": 0,
        "cts.sinks": 4,
        "numCtsBuffers": 3,
        "hold_buffers": 0,
        "cts_tree": "built",
        "htreeDepth": 1,
    },
    "logic_synthesis": {
        "ys_area_um2": 964.7,
        "netlist_area_um2": 964.7,
        "ys_cells": 124,
        "muxShareOfSynthArea": 0.1660,
        "aoi_share": 0.3100,
        "synth_flops": 4,
        "yosys_warnings": 0,
        "synthCells": 124,
        "ys_sh_adder": 0,
        "ys_seq_frac": 0.08301,
        "synthSimpleGateAreaFrac": 0.2542,
        "avgSynthCellArea_um2": 7.780,
        "synth.logic.top_family": "AND-OR/OR-AND gates",
        "xor_share": 0,
        "ys_types": 18,
    },
    "flow_run": {
        "max_cap_viol_count": 0,
        "openroad.warnings": 25,
    },
    "global_routing": {
        "first_global_vias": 1248,
        "grt_max_degree": 45,
        "antenna_found_initial": 0,
        "grt_pass1_wl_um": 6492,
        "grt.overflow.total": 0,
        "grt.total_usage": 0.08169,
    },
    "cells_and_area": {
        "area_growth_pct": 91.83,
        "lay_top_count": "clkdlybuf4s50_1",
        "drive_gt1_frac": 0.04545,
    },
    "status": {
        "status": "finished, final reports clean",
    },
}
power breakdown:
part	total, uW	leakage, uW	internal [uW]	switching (uW)
Clock	45.7	0.0000216	35.5	10.2
Sequential	26.3	0.0000338	23.6	2.71
Combinational	98.0	0.000657	68.5	29.5
Total	170	0.000712	128	42.4
cells by family after synthesis:
group | Yosys count
and+or+nand+nor | 35
AOI/OAI and AO/OA | 34
buffers and inverters | 34
muxes | 16
DFF | 4
other | 1
metrics by stage:
step	cells	area (um^2)	total power (uW)	utilization
4_1_cts	270	1851	173.1	0.3280
6_report	270	1851	170.0	0.3280
5_1_grt	270	1851	181.9	0.3280
3_5_place_dp	267	1809	126.0	0.3207
3_3_place_gp	267	1809	125.3	0.3207
2_1_floorplan	127	975.9	62.15	-
sequential cells by signal (all words and copies together) (netlist names):
| signal | flops |
|---|---|
| btnl_debouncer.flop2.q | 1 |
| btnr_debouncer.flop2.q | 1 |
| btnl_debouncer.flop1.q | 1 |
| btnr_debouncer.flop1.q | 1 |
area by class of cell:
type | count | area [um^2]
fill | 591 | 3791
timing repair buffer | 86 | 858.3
multi-input combinational | 89 | 719.4
tap | 72 | 90.09
sequential | 4 | 81.33
inverter | 16 | 60.06
clock buffer | 3 | 41.29
metal layers:
metal,up-vias,global-route usage,wire (um)
met3,0,0.02650,313
met4,0,0,0
met1,515,0.1104,2062
met2,58,0.1309,1888
li1,620,-,-
met5,-,0,0
worst max-delay path by stage:
stage	start	end	cells after the start
global route	sw2	bcd3[3]	5
CTS	sw2	bcd3[3]	5
finish	sw2	bcd3[3]	5
cells in the mapped netlist:
library cell   n  area (um^2)
a311oi_1      16        140.1
inv_1         16        60.06
mux2i_1       16        160.2
nor2_1        16        60.06
nor4b_1       16        140.1
o22a_1        16        140.1
clkbuf_1       7        26.28
buf_4          5        37.54
dfxtp_1        4        80.08
buf_2          3        15.01
buf_6          2        22.52
a211o_2        1        10.01
a21oi_2        1        8.760
buf_8          1        15.01
conb_1         1        3.750
nor3b_1        1        7.510
nor4b_4        1        23.77
or4b_4         1        13.76
Power figures rest on the tool's default switching activity, not on a simulated workload.
