==> ./design.v <==
module seven_seg_display( input clk,
 input [4:0] bcd0, bcd1, bcd2, bcd3,   
 output a, b, c, d, e, f, g, dp,  
 output [3:0] an    
 );
localparam N = 17;  
reg [N-1:0]count;  
reg [4:0]sseg;  
reg [3:0]an_temp;  
reg [7:1] sseg_temp;  
initial 
begin 
count <= 0; 
end 
always @ (posedge clk)
begin
   count <= count + 1;
end
always @ (*)
 begin
  case(count[N-1:N-2])  
   2'b00 :   
    begin
     sseg = bcd0;
     an_temp = 4'b1110;
    end
   2'b01:   
    begin
     sseg = bcd1;
     an_temp = 4'b1101;
    end
   2'b10:   
    begin
     sseg = bcd2;
     an_temp = 4'b1011;
    end
   2'b11:   
    begin
     sseg = bcd3;
     an_temp = 4'b0111;
    end
  endcase
 end
assign an = an_temp;
always @ (*)
 begin
  case(sseg)
   5'd0 : sseg_temp = 7'b1000000;  
   5'd1 : sseg_temp = 7'b1111001;  
   5'd2 : sseg_temp = 7'b0100100;  
   5'd3 : sseg_temp = 7'b0110000;  
   5'd4 : sseg_temp = 7'b0011001;  
   5'd5 : sseg_temp = 7'b0010010;  
   5'd6 : sseg_temp = 7'b0000010;  
   5'd7 : sseg_temp = 7'b1111000;  
   5'd8 : sseg_temp = 7'b0000000;  
   5'd9 : sseg_temp = 7'b0010000;  
   5'h0A : sseg_temp = 7'b0001000;  
   5'h0B : sseg_temp = 7'b0000011;  
   5'h0C : sseg_temp = 7'b1000110;  
   5'h0D : sseg_temp = 7'b0100001;  
   5'h0E : sseg_temp = 7'b0000110;  
   5'h0F : sseg_temp = 7'b0001110;  
   5'h1F : sseg_temp = 7'b1110111;  
   default : sseg_temp = 7'b1111111;  
  endcase
 end
assign {g, f, e, d, c, b, a} = sseg_temp;  
assign dp = 1'b1;  
endmodule
==> ./run.sh <==
#!/bin/bash
# OpenROAD 26Q1-2900-gdf79404cd8, Yosys 0.63+post, stock flow scripts
make -C /OpenROAD-flow-scripts/flow DESIGN_CONFIG=/design/flow/config.mk WORK_HOME=/design/flow/orfs finish
==> ./config.mk <==
export PLATFORM = sky130hd
export DESIGN_NAME = seven_seg_display
export DESIGN_NICKNAME = seven_seg_display
export VERILOG_FILES = /design/flow/design.v
export SDC_FILE = /design/flow/constraint.sdc
export NUM_CORES = 4
export LEC_CHECK = 1
export CORE_AREA = 10 10 107 107
export DIE_AREA = 0 0 117 117
export SYNTH_HDL_FRONTEND = slang
==> ./constraint.sdc <==
current_design seven_seg_display

set clk_period 2.9
set clk_io_pct 0.2

create_clock -name clk0 -period $clk_period [get_ports {clk}]

set non_clock_inputs [all_inputs -no_clocks]
set_input_delay [expr $clk_period * $clk_io_pct] -clock clk0 $non_clock_inputs
set_output_delay [expr $clk_period * $clk_io_pct] -clock clk0 [all_outputs]
==> results.yml <==
# yosys + openroad results
status:
  status: "completed"
sta:
  min_period_ns: 2.84
  hold_violations: 0
  period_used_pct: 98.1
  finalClockSkew_ns: 0.00489
  finalMaxSlewViolations: 0
  setup_viol: 0
  grt_setup_unrepaired: "false"
  max_freq_mhz: 352
  holdWs_ns: 0.436
floorplan:
  die_h_um: 117
  rows: 35
  io_pins: 33
  fp_util_pct: 11.4
  fp.dieW_um: 117
  coreArea_mm2: 0.00920
  die-area_mm2: 0.0137
clock_tree:
  path_clk_slew_ns: 0.06
  clkSinkCount: 17
  insertion_delay_ns: 0.25
  cts_tree: "built"
  clk_path_buf_depth: 2
  cts-buffers-inserted: 3
  cts_root_buf: "clkbuf_8"
  h-tree-depth: 1
  postCtsHoldBufs: 0
power:
  netSwitchingPower_uw: 120
  p_leak_uw: 0.000678
  powerDensity_mw_per_mm2: 300
  ir_drop_v: 0.000157
  comb_power_share_pct: 21.6
  p_clk_share_pct: 33.3
  swShare_pct: 23.2
  p_int_uw: 397
  seqPwrFrac_pct: 45.1
synthesis:
  yosys_cells: 105
  yosys_area_mm2: 0.00105
  synthCells: 105
  ys_ff: 17
  mux_share_pct: 12.8
  ys_sh_aoi_pct: 10.2
  yosysWarnings: 0
  logic_family: "simple AND/OR/NAND/NOR gates"
  synth_xor_xnor_area_share_pct: 12.6
  synth_adder_area_share_pct: 4.78
  synth_area_mm2: 0.00105
  yosys.area_share.simple_pct: 20.2
  synth_cell_types: 35
  avgSynthCellArea_um2: 9.96
  seq_area_frac_synth_pct: 32.5
detailed_routing:
  vias: 961
  drtIter0Drc: 33
  firstDrtPassIters: 4
  antenna_left: 0
  post_drt_wl_per_cell_um: 11.3
  wl_um: 3030
  diodes: 0
  drc: 0
  vias_per_cell: 3.59
final_layout:
  areaGrowthSynthToFinish_pct: 64.6
  largest_reg_flops: 17
  reg_top3: "count x17"
  utilization_pct: 18.7
  regMostFlops: "count"
  stdcell_area_mm2: 0.00172
  drive_above_1_share_pct: 34.4
global_route:
  track_usage_pct: 4.35
  grt_pass1_vias: 992
  grt_pass1_wl_um: 4890
  gr-total-overflow: 0
  antenna_found_initial: 0
  grt_max_degree: 11
placement:
  post_dp_cell_area_mm2: 0.00155
  portBuffers: 31
  hpwl_um: 2320
  gp_congestion: 0.832
worst_setup_path:
  cp_data_arrival_time_ns: 2.26
  path_max_fanout: 3
  cp-end-kind: "output pin"
  cp.required_ns: 2.32
  r2r_slack_ns: 1.50
  worstSetupPathType: "in2out"
  start_kind: "primary input"
hold_path:
  min_path_type: "reg2reg"
flow_run:
  maxCapViolCount: 0
  tool_warnings: 28
## cell type report
type                    instances  area [um2]
flip-flops and latches         17         343
fillers                       988        7470
clock inverters                 1        5.00
repair buffers                 54         460
clock buffers                   3        41.3
multi-input cells              78         718
inverters                       4        15.0
well taps                     111         139
## power by group through the flow
stage	logic, uW	registers [uW]	clock network [uW]
CTS	108	233	176
global route	121	233	188
finish	112	233	172
## critical path, cell delays in order
cell and delay [ns]:
dlygate4sd2_1 0.23, mux4_2 0.56, ha_4 0.20, mux2_4 0.26, a221o_1 0.32, buf_2 0.11
## through the flow
stage	std cells	TNS, ns	power, uW	setup slack (ns)
after floorplan	105	0	276	0.399
after global routing	268	0	541	0.00292
after detailed placement	256	-2.43	335	-0.437
final	268	0	517	0.0555
after global placement	256	-2.39	335	-0.426
after CTS	268	-0.0576	518	-0.0302
## cell usage after synthesis (all sizes together)
master / number / area (um2)
dfxtp: 17 / 340
xnor2: 10 / 87.6
nand2: 7 / 26.3
buf: 6 / 53.8
and4: 5 / 43.8
mux4: 5 / 113
nand3: 5 / 25.0
xor2: 5 / 43.8
ha: 4 / 50.1
inv: 4 / 15.0
a21oi: 3 / 15.0
and3: 3 / 18.8
nand2b: 3 / 18.8
nand4: 3 / 18.8
nor2: 3 / 11.3
o21ai: 3 / 15.0
a221o: 2 / 20.0
and2: 2 / 15.0
or2: 2 / 12.5
a2111oi: 1 / 10.0
a211oi: 1 / 7.51
a22oi: 1 / 7.51
a31oi: 1 / 6.26
conb: 1 / 3.75
mux2: 1 / 11.3
mux2i: 1 / 10.0
nor3b: 1 / 7.51
o21bai: 1 / 7.51
o221ai: 1 / 8.76
o2bb2ai: 1 / 8.76
or2b: 1 / 7.51
or3: 1 / 6.26
## cell families (layout without fill, tap and decap cells)
kind of cell,Yosys count,after routing
and+or+nand+nor,36,36
DFF,17,17
AOI/OAI and AO/OA,15,15
xor gates and xnor gates,15,15
buffers and inverters,10,62
muxes,7,7
adders and majority gates,4,4
other,1,1
## path summary, 6_finish.rpt
kind,to,depth (start not counted),start
min,count[0],1,count[0]
max reg2reg,count[13],4,count[2]
min reg2reg,count[0],1,count[0]
max,f,6,bcd3[1]
## layout by cell type (no fill, tap or decap), types with 3 or more instances in the layout
cell	instances
dlygate4sd2_1	13
clkbuf_2	3
nand2b_1	3
nand2_1	6
xnor2_1	10
buf_4	18
buf_6	5
and3_1	3
and4_1	5
dfxtp_1	15
clkdlybuf4s50_1	12
nor2_1	3
clkbuf_8	3
nand3_1	5
xor2_1	5
inv_1	3
mux4_2	5
nand4_1	3
## timing repair
action	4_1_cts	5_1_grt
pin swaps	7	7
setup buffers	8	0
cloned	0	0
resized	41	14
setup endpoints to repair	7	6
## metal layers
metal / vias to the layer above / global-route usage, % / part of all wire [%]
li1: 482 / - / -
met1: 449 / 6.21 / 50
met2: 30 / 6.71 / 43
met3: 0 / 1.29 / 6.9
met4: 0 / 0.165 / 0
met5: - / 0 / 0
Power figures rest on the tool's default switching activity, not on a simulated workload.
